**run.sh**
```bash
#!/bin/bash
# OpenROAD 26Q1-2900-gdf79404cd8, Yosys 0.63+post, stock flow scripts
make -C /OpenROAD-flow-scripts/flow DESIGN_CONFIG=/design/flow/config.mk WORK_HOME=/design/flow/orfs finish
```
**config.mk**
```make
export PLATFORM = sky130hd
export DESIGN_NAME = cpu
export DESIGN_NICKNAME = cpu
export VERILOG_FILES = /design/flow/design.v
export SDC_FILE = /design/flow/constraint.sdc
export NUM_CORES = 4
export LEC_CHECK = 1
export CORE_UTILIZATION = 50
```
**constraint.sdc**
```tcl
current_design cpu

set clk_period 5.1
set clk_io_pct 0.2

create_clock -name clk0 -period $clk_period [get_ports {clk}]

set non_clock_inputs [all_inputs -no_clocks]
set_input_delay [expr $clk_period * $clk_io_pct] -clock clk0 $non_clock_inputs
set_output_delay [expr $clk_period * $clk_io_pct] -clock clk0 [all_outputs]
```
**design.v**
```verilog
module alu (
    input  wire [7:0] a,
    input  wire [7:0] b,
    input  wire [2:0] alu_ctrl,    
    output reg  [7:0] y
);
    always @(*) begin
        case (alu_ctrl)
            3'b000: y = a + b;           
            3'b001: y = a - b;           
            3'b010: y = ~(a | b);        
            3'b011: y = a << 1;          
            3'b100: y = a >> 1;          
            default: y = a;              
        endcase
    end
endmodule
module cpu (
    input  wire       clk,
    input  wire       reset,
    input  wire [7:0] instr,      
    output reg  [7:0] pc,         
    output reg  [7:0] acc,        
    output reg        halted      
);
    reg [7:0] ir;
    wire [3:0] opcode  = ir[7:4];
    wire [3:0] operand = ir[3:0];
    wire [7:0] reg_data_out;
    reg        reg_we;
    reg  [3:0] reg_addr_w;
    reg  [7:0] reg_data_in;
    reg  [2:0] alu_ctrl;
    wire [7:0] alu_out;
    reg [7:0] next_pc;
    reg [7:0] next_acc;
    reg       next_halted;
    regfile rf (
        .clk      (clk),
        .we       (reg_we & ~halted),  
        .addr_r   (operand),
        .addr_w   (reg_addr_w),
        .data_in  (reg_data_in),
        .data_out (reg_data_out)
    );
    alu alu0 (
        .a        (acc),
        .b        (reg_data_out),
        .alu_ctrl (alu_ctrl),
        .y        (alu_out)
    );
    always @(*) begin
        next_pc      = pc + 8'd1;
        next_acc     = acc;
        next_halted  = halted;
        reg_we       = 1'b0;
        reg_addr_w   = operand;
        reg_data_in  = acc;
        alu_ctrl     = 3'b000;    
        case (opcode)
            4'b0000: begin
            end
            4'b0001: begin
                alu_ctrl = 3'b000;
                next_acc = alu_out;
            end
            4'b0010: begin
                alu_ctrl = 3'b001;
                next_acc = alu_out;
            end
            4'b0011: begin
                alu_ctrl = 3'b010;
                next_acc = alu_out;
            end
            4'b0100: begin
                next_acc = reg_data_out;
            end
            4'b0101: begin
                reg_we     = 1'b1;
                reg_data_in = acc;
            end
            4'b0110: begin 
                if (acc == 8'b0) begin
                    next_pc = reg_data_out;
                end
            end
            4'b0111: begin
                if (acc == 8'b0) begin
                    next_pc = {4'b0000, operand};
                end
            end
            4'b1000: begin
                if (acc[7] == 1'b1) begin
                    next_pc = reg_data_out;
                end
            end
            4'b1010: begin
                if (acc[7] == 1'b1) begin
                    next_pc = {4'b0000, operand};
                end
            end
            4'b1011: begin
                alu_ctrl = 3'b011;
                next_acc = alu_out;
            end
            4'b1100: begin
                alu_ctrl = 3'b100;
                next_acc = alu_out;
            end
            4'b1101: begin
                next_acc = {4'b0000, operand};
            end
            4'b1111: begin
                next_pc     = pc;    
                next_halted = 1'b1;
            end
            default: begin
            end
        endcase
    end
    always @(posedge clk or posedge reset) begin
        if (reset) begin
            pc      <= 8'b0;
            acc     <= 8'b0;
            ir      <= 8'b0;
            halted  <= 1'b0;
        end else if (!halted) begin
            ir      <= instr;
            pc      <= next_pc;
            acc     <= next_acc;
            halted  <= next_halted;
        end
    end
endmodule
module regfile (
    input  wire        clk,
    input  wire        we,            
    input  wire [3:0]  addr_r,        
    input  wire [3:0]  addr_w,        
    input  wire [7:0]  data_in,       
    output wire [7:0]  data_out       
);
    reg [7:0] regs [0:15];
    integer i;
    initial begin
        for (i = 0; i < 16; i = i + 1)
            regs[i] = 8'b0;
    end
    always @(posedge clk) begin
        if (we) begin
            regs[addr_w] <= data_in;
        end
    end
    assign data_out = regs[addr_r];
endmodule
```
==> out/qor.csv <==
metric,value,unit
outcome,"complete, no violations",
edf_count,128,
cts_buffers,17,
grt_pass1_vias,4445,
ys.flops,153,
syn_area,0.00711,mm²
io_pins,27,
ys_seq_share,62.8,%
cp-end-kind,flop,
cts_hold_buf,0,
async_flop_share,16.3,%
dr_total_vias,4439,
syn_avg_cell_area,14.5,µm²
crit_path_frequent_cell,a21oi_1,
antenna_cells,0,
htree_num_levels,4,
path_cells,"buf_4, mux4_2, a22oi_1, nand2_1, inv_1, ha_1, nor2_1, xnor2_1, ha_1, a21o_1, a21oi_1, o21bai_1, a21oi_1, xnor2_1, o211ai_1, a21oi_1",
fp-row-count,43,
yosys.area_share.simple,8.59,%
ys_area,0.00711,mm²
clk_latency,0.42,ns
fa_ha_area_share,2.04,%
ys_top_cells_by_area,"edfxtp_1 54%, mux4_2 9.8%, dfrtp_1 8.8%",
rrSetupSlack,0.92,ns
die_w,121,µm
antenna_found_initial,0,
ys_dominant_reg_cell,edfxtp_1,
fin_area,0.00825,mm²
post_cts_buffers,0,
ir_drop,0.522,mV
core,0.0139,mm²
slowest_delay,0.71,ns
drc_errors,0,
drv_slew,0,
ys_types,53,
synthTopCellsByCount,"128 x edfxtp_1, 35 x nor2_1, 31 x mux4_2, 30 x a21oi_1, 28 x nand2_1",
die_area,0.0147,mm²
clk_pin_slew,0.06,ns
p_leak,2.81,nW
track_usage,26.2,%
placed_area,0.00763,mm²
worst-setup-path-type,reg2reg,
tightest_slew,0.937,ns
skew,0.00593,ns
yosysCellCount,492,
max_freq,240,MHz
synth_top_area_share,54.0,%
drv_cap,0,
drive_gt1_share,17.3,%
hold_viol,0,
grt-ovfl-total,0,
dp.cells,691,
drtPass1Iterations,4,
slew_headroom,37.3,%
wl,16700,µm
powerDensity,724,mW/mm²
arrival,4.52,ns
setup_viol,0,
gp_congestion,0.883,
min_path_type,reg2reg,
ys_top_logic_family,multiplexers,
ant_nets,0,
critPathRequiredTime,5.44,ns
port_buffers,26,
top_area_cell,edfxtp_1,
rsz0062_at_grt,false,
start_kind,flop,
clockRootBuffer,clkbuf_16,
min_period,4.18,ns
cts.sinks,153,
ctsLongestPathBuffers,2,
synthCells,492,
drt-initial-drc-count,275,
finalCritPeriodShare,81.9,%
final_cell_count_no_fill,723,
mux_share,12.9,%
dp_hpwl,10900,µm
floorplan.core_util,51.2,%
syn_to_final_growth,16.0,%
crit_fanout,17,
die_h,121,µm
ctsResizeCount,0,
grt_pass1_wl,25700,µm
fin_tns_setup,0,ns
grt_max_degree,28,
xor_area_share,1.72,%
wire_per_inst,23.1,µm
top_cell,edfxtp_1,
openroad.warnings,26,
cts_tree,built,
yosys_warnings,3,
vias_per_cell,6.14,
crit_slowest_cell,dfrtp_2,
ys_sh_aoi,9.64,%
-- report_power, final --
part           switching, mW  total [mW]  leakage, nW  internal [mW]
Clock                  0.490        1.31        0.297          0.819
Combinational           1.57        2.83         1.06           1.26
Sequential             0.255        1.83         1.45           1.58
Total                   2.32        5.97         2.81           3.66
-- logic make-up (layout without fill, tap and decap cells) --
group | Yosys count | count (layout)
XOR/XNOR | 14 | 14
multiplexers | 49 | 49
AND-OR/OR-AND | 106 | 106
AND/OR/NAND/NOR | 124 | 124
buffers and inverters | 35 | 86
adder cells (fa/ha/maj) | 11 | 11
flip-flops | 153 | 153
-- cells in the final DEF (no fill, tap or decap), types with 4 or more instances in the layout --
| master | count |
|---|---|
| nor2_1 | 35 |
| mux2_2 | 8 |
| and3_1 | 5 |
| nor3_1 | 12 |
| o211ai_1 | 5 |
| o21ai_0 | 21 |
| nand2_1 | 28 |
| a211oi_1 | 5 |
| inv_1 | 10 |
| nand2b_1 | 4 |
| nor2b_1 | 7 |
| mux4_2 | 31 |
| ha_1 | 10 |
| clkbuf_16 | 17 |
| clkdlybuf4s50_1 | 26 |
| nor3b_1 | 4 |
| mux2i_1 | 8 |
| a22oi_1 | 12 |
| xnor2_1 | 12 |
| dfrtp_1 | 24 |
| inv_6 | 4 |
| a21oi_1 | 30 |
| o32ai_1 | 7 |
| a31oi_1 | 5 |
| buf_4 | 17 |
| bufinv_16 | 4 |
| nand3_1 | 13 |
| edfxtp_1 | 128 |
-- layout make-up --
type	count	area, µm²
well taps	180	225
repair buffers	44	408
inverters	10	37.5
flip-flops and latches	153	4470
fillers	1058	5630
multi-input cells	304	2480
clock inverters	15	195
clock buffers	17	425
-- registers in the layout, indices dropped and copies added, names as in the netlist --
register and cells:
acc 8, rf.regs 128, pc 8, halted 1, ir 8
-- layer usage --
metal  global-route usage [%]  routed length, µm
met4                     4.09                331
met1                     39.6               6600
met3                     9.55               1360
met5                        0                  0
met2                     41.0               8380
-- critical path, delay by kind of cell (launching register included) --
kind	cells	cell delay [ns]
fa+ha+maj	2	0.56
flops	1	0.71
buf+inv	2	0.57
xor+xnor	2	0.27
compound gates	7	1.13
mux	1	0.54
simple gates	2	0.32
-- stage by stage --
stage / power [mW] / setup WS (ns) / util (%) / hold WS (ns)
after floorplan: 3.84 / 1.66 / - / 0.471
after global placement: 4.67 / 0.921 / 54.9 / 0.533
after detailed placement: 4.66 / 0.895 / 54.9 / 0.548
after CTS: 6.00 / 0.870 / 59.4 / 0.562
after global routing: 6.35 / 0.469 / 59.4 / 0.610
final: 5.97 / 0.925 / 59.4 / 0.558
-- final timing paths --
path	from	to	cells after the start
min in group asynchronous	reset	pc[5]	3
max in group asynchronous	reset	ir[0]	3
worst min-delay path	pc[7]	pc[7]	2
worst max register to register	ir[0]	acc[6]	16
worst min register to register	pc[7]	pc[7]	2
worst max-delay path	ir[0]	acc[6]	16
Power is estimated from default activity; no workload was simulated.
